==> flow/design.v <==
module Divisao (
input[31:0] Divisor, input[31:0] Dividendo,
output reg[31:0] Hi, output reg[31:0] Lo,
input divIn, output reg divOut, output reg divZero,
input clock, input reset );
reg signed[31:0] A, Q, M, Support;
reg working, select, signal, signalEnd;
reg[5:0] contador;
always@(negedge clock)
begin
if(reset == 0)
begin
    case(working)
    1'b0:
    begin
        Q = Dividendo;
        A = 32'b11111111111111111111111111111111;
        if(Q[31] == 0)
        begin
            A = 0;
        end
        M = Divisor;
        divOut <= 1'b0;
        if(divIn == 1)
        begin
            if(M == 0)
            begin
                divZero <= 1;
            end
            else
            begin
                working <= 1'b1;
                {A, Q} = {A, Q} << 1;
                Support = A^M;
                signalEnd = Support[31];
                signal = A[31];
                if(Support>=0)
                begin
                    A = A - M;
                    select = 0;
                end
                else
                begin
                    A = A + M;
                    select = 1;
                end
                if((((A < 0) && (signal == 1)) || ((A>=0) && (signal == 0))) || ((A == 0) && (Q == 0)))
                begin
                    Q = Q + 1;
                end
                else
                begin
                    if(select == 0)
                    begin
                        A = A + M;
                    end
                    else
                    begin
                        A = A - M;
                    end
                end
                contador = 31;
            end
        end
    end
    1'b1:
    begin
        {A, Q} = {A, Q} << 1;
        Support = A^M;
        signal = A[31];
        if(Support>=0)
        begin
            A = A - M;
            select = 0;
        end
        else
        begin
            A = A + M;
            select = 1;
        end
        if((((A < 0) && (signal == 1)) || ((A>=0) && (signal == 0))) || ((A == 0) && (Q == 0)))
        begin
            Q = Q + 1;
        end
        else
        begin
            if(select == 0)
            begin
                A = A + M;
            end
            else
            begin
                A = A - M;
            end
        end
        contador = contador - 1;
        if(contador == 0)
        begin
            working <= 1'b0;
            if(signalEnd ==1)
            begin
                Q = -Q;
            end
            if(A < 0)
            begin
                if(M < 0)
                begin
                    A = A - M;
                end
                else
                begin
                    A = A + M;
                end
                if(Q < 0)
                begin
                    Q = Q - 1;
                end
                else
                begin
                    Q = Q + 1;
                end
            end
            Lo <= Q;
            Hi <= A;
            divOut <= 1'b1;
        end
        else
        begin
            divOut <= 1'b0;
        end
    end
    endcase
end
else
begin
    A         <= 0;
    Q         <= 0;
    M         <= 0;
    Support   <= 0;
    working   <= 0;
    select    <= 0;
    signal    <= 0;
    signalEnd <= 0;
    contador  <= 0;
    Hi        <= 0;
    Lo        <= 0;
    divOut    <= 0;
    divZero   <= 0;
end    
end
endmodule
==> flow/run.sh <==
#!/bin/bash
# OpenROAD 26Q1-2900-gdf79404cd8, Yosys 0.63+post, stock flow scripts
make -C /OpenROAD-flow-scripts/flow DESIGN_CONFIG=/design/flow/config.mk WORK_HOME=/design/flow/orfs finish
==> flow/config.mk <==
export PLATFORM = sky130hd
export DESIGN_NAME = Divisao
export DESIGN_NICKNAME = Divisao
export VERILOG_FILES = /design/flow/design.v
export SDC_FILE = /design/flow/constraint.sdc
export NUM_CORES = 4
export LEC_CHECK = 1
export CORE_UTILIZATION = 40
==> flow/constraint.sdc <==
current_design Divisao

set clk_period 30.7
set clk_io_pct 0.2

create_clock -name clk0 -period $clk_period [get_ports {clock}]

set non_clock_inputs [all_inputs -no_clocks]
set_input_delay [expr $clk_period * $clk_io_pct] -clock clk0 $non_clock_inputs
set_output_delay [expr $clk_period * $clk_io_pct] -clock clk0 [all_outputs]
==> GITHUB_STEP_SUMMARY <==
### Metrics collected by this job

| Metric | Value |
|---|---|
| Run status | `completed` |
| Detailed-routing iteration count for the pre-antenna-repair pass | `8` |
| Final-layout fill cell count | `just under 5000` |
| Grt total ovfl | `0` |
| Number of cells in the yosys synthesis report | `roughly 2800` |
| HP Class | `flip-flop to flip-flop` |
| Die Span Y | `228.9 um` |
| Average detailed-routed wire length per instance | `~20 um` |
| Cell area reported after detailed placement | `approximately 23000 sq um` |
| Count of distinct cell types in the synthesized netlist | `114` |
| Flip-flop cell with the highest count after synthesis | `dfxtp_1` |
| Xor/xnor share | `between 10% and 20%` |
| Total negative slack | `0 ns` |
| Number of antenna violations at the first check in global routing | `4` |
| Layout Utilization | `between 40 and 50%` |
| Insertion delay of the later-clocked pin in the worst-skew pair | `around 0.5 ns` |
| Post-layout instance area | `about 24000 sq um` |
| Top non-seq family | `AND-OR/OR-AND gates` |
| Clock Sinks | `~170` |
| Total length of routed wires | `around 75000 um` |
| Synthesized-area fraction occupied by ao, oa, aoi and oai cells | `between 20% and 30%` |
| Fraction of the mapped netlist area in adder cells | `under 10%` |
| OpenROAD warning count | `197` |
| Worst slew slack as a fraction of its limit | `about 34%` |
| Area taken by multi-input logic gates | `16140 sq um` |
| Peak fanout along the critical path | `~40` |
| Worst setup path class | `input pin to flip-flop` |
| Placed wire-length estimate | `approximately 59000 um` |
| Critical Path Slowest Stage Cell | `or4_1` |
| Count of endpoints failing hold in the final timing report | `0` |
| Reported max-cap violation count | `0` |
| Overall global routing resource usage | `29.01%` |
| Row count | `82` |
| Synthesis area per yosys | `roughly 20000 sq um` |
| Antenna Violating Nets Remaining | `0` |
| Via count | `21480` |
| Worst Clk Skew | `approximately 0.031 ns` |
| H-tree Lvls | `4` |
| CTS-repair resized insts | `0` |
| Number of warnings printed during yosys synthesis | `1` |
| Kind of launch point of the worst setup path | `input pin` |
| Wire length of the first global-routing pass | `~120000 um` |
| Area taken by flip-flops and latches | `~3400 sq um` |
| Layout overhead on the synthesized area | `15.48%` |
| CP Data Required Time | `15.69 ns` |
| Critical path buffer and inverter count | `3` |
| Worst setup EP type | `flip-flop` |
| Via count normalized by instance count | `approximately 6` |
| Number of global-route vias before repair | `about 20000` |
| Multiplexer share of the synthesized area | `5.128%` |
| Die footprint | `about 52000 sq um` |
| Post-synthesis instance area | `20590 sq um` |
| Ratio of cells with drive above 1 in the final layout | `roughly 6.5%` |
| Clock tree from TritonCTS | `yes` |
| Core area | `between 50000 and 60000 sq um` |
| Cell family contributing the most delay on the critical path | `simple AND/OR/NAND/NOR gates` |
| Initial drt markers | `roughly 2100` |
| Hold-fix buffers at CTS | `0` |
| Share of the yosys chip area belonging to registers | `16.43%` |
| Number of top-level pins | `~130` |
| Number of instances in the synthesized netlist | `approximately 2800` |
| Number of flops mapped to enable cells by yosys | `0` |
| DRC errors left | `0` |
| Routability congestion estimate from global placement | `about 0.98` |
| Ys flops | `about 170` |
| Yosys simple share | `a little under a quarter` |
| Root Driver | `clkbuf_16` |
| Pin count of the biggest net entering global routing | `~73` |
| Reg2reg setup slack | `between 15 and 20 ns` |
| Share of async-settable or async-resettable flops after synthesis | `0%` |
| WP data arrival | `about 14 ns` |
| Clk buf depth | `2` |
| Port buffer count | `about 130` |
| Setup Fix Bufs, Post-CTS | `0` |
| Number of buffers created by CTS | `17` |
| Slowest Stage Delay on Critical Path | `around 0.64 ns` |
| Register clock-pin slew on the reported worst setup and hold paths | `0.03 ns` |
| Cell seen most often among critical-path stages | `or4_1` |
| Setup repair after global routing missed its margin | `false` |
| Final setup violation count | `0` |
| Mapped Avg Cell Area | `about 7.4 sq um` |
| Final Slew Violations | `0` |
| Floorplan die width | `228.9 um` |
| Worst slew pin tran | `~1.0 ns` |
| Initial Utilization | `between 40 and 50%` |
cells by family after synthesis:
family | Yosys count
simple gates | 957
compound gates | 772
xor+xnor | 337
buf+inv | 284
flops | 169
fa+ha+maj | 148
mux | 102
worst paths after layout:
kind,from,end,cells after the start
worst max-delay path,Divisor[9],A[3],30
worst min-delay path,Lo[4],Lo[4],2
worst max register to register,M[0],Hi[31],50
worst min register to register,Lo[4],Lo[4],2
per-stage QoR:
step           setup slack [ns]  instances  hold slack, ns
2_1_floorplan             2.557       2769          0.3990
3_3_place_gp              1.143       3470          0.4320
3_5_place_dp              1.125       3470          0.4370
4_1_cts                   1.564       3670          0.4392
5_1_grt                  0.6750       3671          0.4637
6_report                  1.513       3672          0.4359
tightest hold or removal path, delay by kind of cell (launching register included):
family	cells	cell delay, ns
flops	1	0.30
simple gates	2	0.09
area by class of cell:
class                   instances  area share, %
clock inverters               184          3.504
flip-flops and latches        169          14.23
multi-input cells            2316          67.87
diodes                          2        0.02105
inverters                     137          2.162
well taps                     672          3.536
clock buffers                  17          1.789
repair buffers                175          6.882
registers in the layout, indices dropped and copies added (netlist names):
| register | flops |
|---|---|
| divOut | 1 |
| divZero | 1 |
| Lo | 32 |
| A | 31 |
| Hi | 32 |
| contador | 6 |
| M | 32 |
| working | 1 |
| Q | 32 |
| signalEnd | 1 |
placed cells by master (no fill, tap or decap), drive strengths merged, types with 32 or more instances in the layout:
cell type,n
xor2,110
nor4,33
inv,313
nor2,283
ha,130
or3,35
nand3,59
a211oi,34
dfxtp,169
nand2b,32
mux2i,77
clkdlybuf4s50,130
o21ai,153
a21oi,213
nand2,240
a31oi,35
a221oi,33
and2,32
xnor2,215
a21o,53
nor3,83
buf,45
cells in the mapped netlist (26+ instances only):
cell	number	area share, %
xor2_1	108	4.6
a21o_1	53	1.9
a221oi_1	32	1.4
o21ai_0	139	3.4
or3_1	34	1.0
nand2_1	239	4.4
a211oi_1	32	1.2
clkbuf_1	104	1.9
o22ai_1	26	0.79
mux2i_1	77	3.7
a21oi_1	210	5.1
nand2b_1	31	0.94
nor3_1	79	1.9
inv_1	137	2.5
ha_1	130	7.9
and2_1	32	0.97
and3_1	30	0.91
nor4_1	28	0.85
nor2_1	280	5.1
xnor2_1	209	8.9
dfxtp_1	169	16
a222oi_1	30	1.5
a31oi_1	34	1.0
nand3_1	58	1.4
per-layer routing:
metal / track usage (%) / up-vias / part of all wire (%)
li1: - / 10550 / -
met1: 44.77 / 9994 / 48
met2: 38.34 / 862 / 39
met3: 10.10 / 73 / 11
met4: 6.917 / 4 / 2.1
met5: 0 / - / 0.036
