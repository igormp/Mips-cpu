**run.sh**
```bash
#!/bin/bash
# OpenROAD 26Q1-2900-gdf79404cd8, Yosys 0.63+post, stock flow scripts
make -C /OpenROAD-flow-scripts/flow DESIGN_CONFIG=/design/flow/config.mk WORK_HOME=/design/flow/orfs finish
```
**constraint.sdc**
```tcl
current_design Multiplicador

set clk_period 21.3
set clk_io_pct 0.2

create_clock -name clk0 -period $clk_period [get_ports {clk}]

set non_clock_inputs [all_inputs -no_clocks]
set_input_delay [expr $clk_period * $clk_io_pct] -clock clk0 $non_clock_inputs
set_output_delay [expr $clk_period * $clk_io_pct] -clock clk0 [all_outputs]
```
**config.mk**
```make
export PLATFORM = sky130hd
export DESIGN_NAME = Multiplicador
export DESIGN_NICKNAME = Multiplicador
export VERILOG_FILES = /design/flow/design.v
export SDC_FILE = /design/flow/constraint.sdc
export NUM_CORES = 4
export LEC_CHECK = 1
export CORE_UTILIZATION = 40
```
**design.v**
```verilog
module Multiplicador (A, B, resultHigh, resultLow, MultIn, MultOut, clk, Reset);
input [31:0] A, B;
input clk, Reset;
output reg [31:0] resultHigh, resultLow;
reg [64:0] Add, Sub, Produto;
reg [31:0] comp2;
output reg MultOut;
integer contador = 32;
input MultIn;
always @(posedge clk) begin
if (Reset  == 1) begin
resultHigh = 32'b0;
resultLow  = 32'b0;
MultOut    = 1'b0;
end
if (MultIn == 1'b1) begin
Add        = {A, 33'b0};
comp2      = (~A + 1'b1);
Sub        = {comp2, 33'b0};
Produto    = {32'b0, B, 1'b0};
contador   = 32;
MultOut    = 1'b0;
end
case (Produto[1:0])
2'b01: begin
 Produto = Produto + Add;
end
2'b10: begin
    Produto = Produto + Sub;
end
endcase
Produto = Produto >> 1;
if (Produto[63] == 1'b1) begin
Produto[64] = 1'b1;
end
if (contador > 0) begin
contador = (contador - 1);
end
if (contador == 0) begin
resultHigh   = Produto[64:33];
resultLow    = Produto[32:1];
MultOut      = 1'b1;
contador     = -1;
end
if(contador == -1)begin
    Add     = 65'd0;
    comp2   = 32'd0;
    Sub     = 65'd0;
    Produto = 65'd0; 
end
end
endmodule
```
==> flow_metrics.tcl <==
# place-and-route summary
set metrics [dict create \
    setup.worst_path.start_class "primary input" \
    ys_seq_share_pct 36.6 \
    drt_iter0_drc 950 \
    hold_viol 0 \
    post_cts_buffers 0 \
    cp-end-kind "flip-flop" \
    syn_inst 2078 \
    numCtsBuffers 36 \
    vdd_drop_max_mv 0.0602 \
    hp-class "flip-flop to flip-flop" \
    combPwrFrac_pct 39.3 \
    dp_cells 2678 \
    max_slew_margin_pct 23.4 \
    synth_cell_types 79 \
    root_buffer "clkbuf_16" \
    io_pins 132 \
    warning_count 27 \
    fin_area_um2 20400 \
    finalCriticalPeriod_ns 9.77 \
    synthArstFlopShare_pct 0 \
    syn_area_um2 17600 \
    cp.arrival_ns 10.20 \
    htree_levels 2 \
    yosysCellCount 2078 \
    cts.reportedPaths.clkPinSlew_ns 0.06 \
    grt_pass1_wl_mm 81.4 \
    clockBufferDepth 3 \
    yosysWarnings 1 \
    die-area_um2 44800 \
    p_per_area_nw_per_um2 105 \
    grt_use_total_pct 24.2 \
    holdBufCountCts 0 \
    vias 15000 \
    rsz0062_at_grt "false" \
    clock_sinks 290 \
    setup-tns-final_ns 0 \
    drv_slew 0 \
    cts_resized 0 \
    instances_no_fill 2742 \
    wl_mm 51.8 \
    detailed_place_hpwl_mm 37.2 \
    die_x_um 212 \
    max-cap-violations 0 \
    p_seq_share_pct 31.6 \
    critPathRequiredTime_ns 21.73 \
    syn_avg_cell_area_um2 8.46 \
    switchingPower_mw 0.789 \
    drc 0 \
    setup_viol 0 \
    antenna_found_initial 0 \
    fin_worst_skew_ns 0.0251 \
    status "finished clean" \
    grt_pass1_vias 14300 \
    nFillCells 4098 \
    path_max_fanout 52 \
    insertion_delay_ns 0.57 \
    period_used_pct 45.9 \
    p_leak_nw 8.46 \
    max_freq_mhz 102 \
    p_clk_share_pct 29.1 \
    core-area_um2 43200 \
    wl_per_cell_um 18.9 \
    tritoncts "yes" \
    path_class "primary input to flip-flop" \
    grt_max_degree 126 \
    worstMarginPinSlew_ns 1.14 \
    ys.flop_type "dfxtp_1" \
    globalRouteOverflowTotal 0 \
    vias_per_cell 5.48 \
    place_area_um2 19200 \
    io_buffers 131 \
    drive_gt1_share_pct 7.32 \
    rows 76 \
    yosysChipArea_um2 17600 \
    p_int_mw 1.35 \
    place.gp.congestion 0.950 \
    ys_ff 290 \
    p_sw_share_pct 36.8 \
    fp_util_pct 40.7 \
    synthToLayoutAreaGrowth_pct 16.2 \
    dr.pass1.iters 9 \
    edf_count 63 \
    postRouteAntennaNets 0 \
    die.size.y_um 212 \
    antenna_cells 0 \
]
[cell usage in the layout (no fill, tap or decap), types with 35 or more instances in the layout]
cell             instances
xor2_1                  42
nand3_1                 35
clkdlybuf4s50_1        130
o21ai_0                 82
nand2_1                166
mux2_2                  38
and2_1                  76
edfxtp_1                63
nor2_1                 330
clkbuf_16               36
ha_1                    65
a21o_1                  39
mux2i_1                132
xnor2_1                 65
dfxtp_1                227
a21oi_1                126
nor2b_1                 58
nor3_1                  47
[synth_stat cells, types with 39 or more instances]
library cell,instances,area (um^2)
and2_1,76,475
clkbuf_1,99,372
dfxtp_1,227,4540
nor2_1,330,1240
nor3_1,47,235
edfxtp_1,63,1890
nand2_1,166,623
a21oi_1,126,631
ha_1,66,826
xor2_1,42,368
a21o_1,39,293
xnor2_1,65,569
mux2i_1,132,1320
o21ai_0,82,410
nor2b_1,58,363
[power by group through the flow]
stage | registers, mW | clock network (mW) | logic [mW]
4_1_cts | 0.677 | 0.639 | 0.840
5_1_grt | 0.685 | 0.660 | 0.932
6_report | 0.677 | 0.624 | 0.843
[final cells by class]
type	count	area [um^2]	area share, %
clock buffers	46	978	4.79
clock inverters	18	220	1.08
inverters	26	97.6	0.478
multi-input cells	1627	10500	51.4
flip-flops and latches	290	6440	31.5
well taps	585	732	3.58
repair buffers	150	1470	7.20
[through the flow]
| step | setup slack (ns) | power [mW] | hold slack [ns] | utilization [%] |
|---|---|---|---|---|
| floorplan | 10.02 | 1.31 | 0.400 | - |
| global placement | 11.02 | 1.52 | 0.435 | 44.6 |
| detailed placement | 11.06 | 1.52 | 0.441 | 44.6 |
| CTS | 11.63 | 2.16 | 0.450 | 47.3 |
| global route | 11.19 | 2.28 | 0.466 | 47.3 |
| finish | 11.53 | 2.14 | 0.449 | 47.3 |
[cell families (layout without fill, tap and decap cells)]
kind of cell,Yosys count,count (layout),synth area share [%]
compound gates,412,412,15.3
xor+xnor,107,107,5.33
fa+ha+maj,67,67,4.81
buf+inv,161,240,3.92
flops,290,290,36.6
mux,171,171,10.1
simple gates,870,870,24.0
[state kept, by name (all words and copies together), names as in the netlist]
| signal | cells |
|---|---|
| Add | 65 |
| MultOut | 1 |
| Produto | 64 |
| Sub | 65 |
| contador | 32 |
| resultHigh | 31 |
| resultLow | 32 |
[final timing paths]
path / slack (ns) / endpoint / from / cells past startpoint
setup / recovery: 11.53 / resultHigh[28]$_SDFFCE_PN0P_ / MultIn / 18
setup reg to reg: 15.43 / resultHigh[28]$_SDFFCE_PN0P_ / Produto[1]$_SDFF_PN0_ / 16
hold reg to reg: 0.45 / MultOut$_SDFFE_PP1P_ / MultOut$_SDFFE_PP1P_ / 2
hold / removal: 0.45 / MultOut$_SDFFE_PP1P_ / MultOut$_SDFFE_PP1P_ / 2
[routing by layer]
| metal | GRT usage (%) | routed length, um |
|---|---|---|
| met1 | 37.3 | 24800 |
| met2 | 37.2 | 23100 |
| met3 | 3.07 | 2340 |
| met4 | 5.90 | 1550 |
| met5 | 0 | 0 |
[critical path, cell delays in order]
cell	delay (ns)
buf_8	0.31
buf_4	0.57
buf_4	0.65
inv_1	0.13
buf_4	0.35
a21oi_1	0.25
mux2i_1	0.19
ha_1	0.50
nand4_1	0.33
nor3_1	0.41
nand3_1	0.12
a21oi_1	0.16
a211oi_1	0.18
a21o_1	0.32
a2111oi_0	0.73
nor3_1	0.12
o31ai_1	0.32
nor2b_1	0.17
No activity file was given, so power comes from the tool's default toggle rates.
